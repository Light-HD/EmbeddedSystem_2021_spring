==> /design/flow/design.v <==
module TOP(
        input   wire    [ 2:0]   addr,
        output  reg     [127:0]  rdata,      
        input   wire    [127:0]  writedata,  
        input   wire    [ 15:0]   byteenable,
        input   wire             cs,
        input   wire             read,
        input   wire             write,
        input   wire            clk,
        input   wire            rst
);
    wire [7:0] p00, p01, p02, p03; 
    wire [7:0] p10, p11, p12, p13;
    wire [7:0] p20, p21, p22, p23;
    wire [7:0] p30, p31, p32, p33;
    reg [31:0] data0, data1, data2, data3;
    reg [7:0] out_p0, out_p1, out_p2, out_p3;  
    assign p00 = data0[31:24];
    assign p01 = data0[23:16];
    assign p02 = data0[15: 8];
    assign p03 = data0[ 7: 0];
    assign p10 = data1[31:24];
    assign p11 = data1[23:16];
    assign p12 = data1[15: 8];
    assign p13 = data1[ 7: 0];
    assign p20 = data2[63:56];
    assign p21 = data2[55:48];
    assign p22 = data2[47:40];
    assign p23 = data2[39:32];
    assign p30 = data3[31:24];
    assign p31 = data3[23:16];
    assign p32 = data3[15:8];
    assign p33 = data3[7:0];
    SOBEL U0 (.p0(p00), .p1(p01), .p2(p02), .p3(p10), .p5(p12), .p6(p20), .p7(p21), .p8(p22),
                .out(out_p0));
    SOBEL U1 (.p0(p01), .p1(p02), .p2(p03), .p3(p11), .p5(p13), .p6(p21), .p7(p22), .p8(p23),
                .out(out_p1));
    SOBEL U2 (.p0(p10), .p1(p11), .p2(p12), .p3(p20), .p5(p22), .p6(p30), .p7(p31), .p8(p32),
                .out(out_p2));
    SOBEL U3 (.p0(p11), .p1(p12), .p2(p13), .p3(p21), .p5(p23), .p6(p31), .p7(p32), .p8(p33),
                .out(out_p3));
    always @ (posedge clk)
        if(cs & write & (addr == 3'b000)) begin
            if(byteenable[15]) data0[31:24] <= writedata[127:120];
            if(byteenable[14]) data0[23:16] <= writedata[119:112];
            if(byteenable[13]) data0[15: 8] <= writedata[111:104];
            if(byteenable[12]) data0[ 7: 0] <= writedata[103:96];
        end 
    always @ (posedge clk)
        if(cs & write & (addr == 3'b001)) begin
            if(byteenable[11]) data1[31:24] <= writedata[95:88];
            if(byteenable[10]) data1[23:16] <= writedata[87:80];   
            if(byteenable[9])  data1[15: 8] <= writedata[79:72];
            if(byteenable[8])  data1[ 7: 0] <= writedata[71:64];
        end
    always @ (posedge clk)
        if(cs & write & (addr == 3'b010)) begin
            if(byteenable[7]) data2[31:24] <= writedata[63:56];
            if(byteenable[6]) data2[23:16] <= writedata[55:48];
            if(byteenable[5]) data2[15: 8] <= writedata[47:40];
            if(byteenable[4]) data2[ 7: 0] <= writedata[39:32];
        end
    always @ (posedge clk)
        if(cs & write & (addr == 3'b011)) begin
            if(byteenable[3]) data3[31:24] <= writedata[31:24];
            if(byteenable[2]) data3[23:16] <= writedata[23:16];
            if(byteenable[1]) data3[15: 8] <= writedata[15: 8];
            if(byteenable[0]) data3[ 7: 0] <= writedata[ 7: 0];   
        end
    always @ (posedge clk)
        if(cs & read)
            case(addr)
                3'b000: rdata <= {{96'b0}, data0};  
                3'b001: rdata <= {{96'b0}, data1};  
                3'b010: rdata <= {{96'b0}, data2};  
                3'b011: rdata <= {{96'b0}, data3};  
                3'b100: rdata <= {out_p0, out_p1, out_p2, out_p3};  
                default: rdata <= 128'dx;
            endcase
endmodule
module SOBEL(
    input wire [7:0] p0, p1, p2, p3, p5, p6, p7, p8,  
    output wire [7:0] out                             
    );
    wire signed [10:0] gx, gy;            
    wire signed [10:0] abs_gx, abs_gy;	 
    wire [10:0] sum;			         
    assign gx = ((p2-p0)+((p5-p3)<<1)+(p8-p6));  
    assign gy = ((p0-p6)+((p1-p7)<<1)+(p2-p8));  
    assign abs_gx = (gx[10]? ~gx+1 : gx);	 
    assign abs_gy = (gy[10]? ~gy+1 : gy);	 
    assign sum = (abs_gx+abs_gy);				 
    assign out = (|sum[10:8])?8'hff : sum[7:0];	 
endmodule
==> /design/flow/run.sh <==
#!/bin/bash
# OpenROAD 26Q1-2900-gdf79404cd8, Yosys 0.63+post, stock flow scripts
make -C /OpenROAD-flow-scripts/flow DESIGN_CONFIG=/design/flow/config.mk WORK_HOME=/design/flow/orfs finish
==> /design/flow/config.mk <==
export PLATFORM = sky130hd
export DESIGN_NAME = TOP
export DESIGN_NICKNAME = TOP
export VERILOG_FILES = /design/flow/design.v
export SDC_FILE = /design/flow/constraint.sdc
export NUM_CORES = 4
export LEC_CHECK = 1
export CORE_UTILIZATION = 50
==> /design/flow/constraint.sdc <==
current_design TOP

set clk_period 7.1
set clk_io_pct 0.2

create_clock -name clk0 -period $clk_period [get_ports {clk}]

set non_clock_inputs [all_inputs -no_clocks]
set_input_delay [expr $clk_period * $clk_io_pct] -clock clk0 $non_clock_inputs
set_output_delay [expr $clk_period * $clk_io_pct] -clock clk0 [all_outputs]
==> flow_summary.toml <==
# flow metrics
[synth]
edf_count = 160
avgSynthCellArea_um2 = 15.9
yosys-stat-cells = 439
netlist.area_leader.share_pct = 69.0
synth.most_common_cell = "edfxtp_1"
ys_seq_share_pct = 69.0
async_flop_share_pct = 0
topCellsByArea = "edfxtp_1 (69%), buf_4 (11%), mux2i_1 (4.6%)"
yosysChipArea_um2 = 6960
largest_area_cell = "edfxtp_1"
yosysWarningCount = 5
yosys_most_used_dff = "edfxtp_1"
syn_area_um2 = 6960
numSynthFlops = 160
synthTopCellsByCount = "edfxtp_1 (160), buf_4 (99), inv_1 (41)"
synthCells = 439
yosys.cell_types.count = 20

[sta]
clock-skew-final_ns = 0.00526
rsz0062_at_grt = "false"
tightest_slew_ns = 0.839
fin_crit_sh_pct = 49.2
setup_violations = 0
fin_crit_ns = 3.49
slew_violations = 0
timing.hold.ws_ns = 0.638
relSlewSlack_pct = 44.1
fmaxAchievable_mhz = 286
hold_viol = 0
timing.setup.tns_ns = 0

[die]
io_pins = 280
fp_util_pct = 52.0
die_h_um = 120
coreArea_um2 = 13400
fp.dieW_um = 120
fp-row-count = 42
die_area_um2 = 14400

[setup_path]
path_cells = "clkdlybuf4s50_1, buf_4, nand3b_1, nor4b_1, buf_4"
arrival_ns = 3.62
rr_startpoint = "data1[13]"
cp_common_cell = "buf_4"
regToRegSetupSlack_ns = 5.99
crit_path_end_kind = "register"
critPathLaunchType = "input pin"
r2r-end = "rdata[13]"
critPathKind = "input pin to register"
cp_slowest_stage_delay_ns = 0.77
cp.required_ns = 7.23
cpMaxStageDelayCell = "nor4b_1"
critPathMaxFanout = 36
reg2reg_depth = 2

[clock_network]
clk_latency_ns = 0.41
cts-buffers-inserted = 17
cts_hold_buf = 0
path_clk_slew_ns = 0.06
post_cts_resized = 0
post-cts-setup-buffers = 0
cts_sinks = 160
h-tree-depth = 4
cts_tree = "yes"
cts-root-buf = "clkbuf_16"
ctsLongestPathBuffers = 2

[place]
gp_congestion = 0.815
hpwl_um = 10800
io_buffers = 182
place_area_um2 = 8630

[worst_hold_path]
min_from = "data0[4]"
hold_end = "rdata[4]"
holdPathStages = 2
hp-class = "register to register"

[detailed_routing]
avgViaCountPerCell = 4.84
avgRoutedWirePerCell_um = 18.4
first_pass_iters = 6
wirelength_um = 15200
vias = 3995
ant_nets = 0
drtIter0Drc = 168
drc = 0

[global_route]
grt_use_total_pct = 23.5
grt_overflow = 0
first_global_vias = 3999
grt_pass1_wl_um = 22500
grt_start_max_net_pins = 47
antenna_found_initial = 1

[run_status]
status = "finished, final reports clean"

[power_and_ir_drop]
powerDensity_nw_per_um2 = 225
total_power_mw = 2.06
p_leak_nw = 3.39
peakVddDrop_uv = 181

[run]
maxCapViolCount = 0
warnings = 27

[cells_and_area]
areaGrowthSynthToFinish_pct = 31.6
drive_above_1_share_pct = 9.09
final_area_um2 = 9170
[registers in the layout, summed over array words and instances (netlist names)]
register  flops
data0        32
rdata        32
data3        32
data1        32
data2        32
[worst max path at each step]
| stage | end | cells past startpoint | from |
|---|---|---|---|
| CTS | data0[18] | 5 | addr[2] |
| global route | data0[18] | 5 | addr[2] |
| finish | data0[18] | 5 | addr[2] |
[stage by stage]
stage,std cells,setup WS (ns),utilization [%]
finish,826,3.61,68.4
detailed placement,794,3.15,64.4
CTS,825,3.62,68.4
floorplan,534,3.85,-
global route,825,3.43,68.4
global placement,794,3.24,64.4
[report_power, final]
group          internal, mW  switching, mW
combinational         0.108         0.0585
clock                 0.505          0.327
sequential             1.06        0.00453
total                  1.67          0.390
[cell usage in the layout, fill, tap and decap left out]
| cell | instances |
|---|---|
| nor3_1 | 8 |
| o21bai_4 | 1 |
| nor2b_4 | 1 |
| a221oi_1 | 25 |
| inv_1 | 41 |
| nand4b_2 | 1 |
| nand3b_1 | 1 |
| clkinv_2 | 3 |
| mux2i_1 | 32 |
| clkbuf_16 | 17 |
| clkbuf_1 | 3 |
| conb_1 | 96 |
| nor4b_2 | 3 |
| clkinv_1 | 6 |
| diode_2 | 1 |
| bufinv_16 | 2 |
| buf_2 | 1 |
| and2_2 | 1 |
| or2b_1 | 1 |
| edfxtp_1 | 160 |
| nor4b_1 | 33 |
| a221oi_2 | 7 |
| buf_4 | 22 |
| nor3b_1 | 4 |
| clkdlybuf4s50_1 | 180 |
[per-layer routing]
layer / GRT usage [%] / up-vias / wire, um / share of wire (%)
met5: 0 / - / 0 / 0
li1: - / 1852 / - / -
met4: 4.22 / 0 / 276 / 1.8
met3: 8.93 / 20 / 1620 / 11
met2: 37.0 / 239 / 7640 / 50
met1: 34.9 / 1884 / 5690 / 37
[worst max-delay path: cells and delay by family]
| kind | cells | cell delay, ns |
|---|---|---|
| buffers and inverters | 3 | 0.94 |
| and+or+nand+nor | 2 | 1.24 |
[final cells by class]
type,count,area [um2]
Tap cell,176,220
Clock buffer,20,437
Sequential cell,160,4800
Clock inverter,11,97.6
Inverter,41,154
Antenna cell,1,2.50
Fill cell,943,4230
Timing Repair Buffer,203,1970
Multi-Input combinational cell,214,1480
[logic make-up after synthesis]
| logic type | after synthesis | share of synthesized area [%] |
|---|---|---|
| buf+inv | 160 | 15.3 |
| mux | 32 | 4.60 |
| other cells | 1 | 0.0538 |
| compound gates | 33 | 4.92 |
| simple gates | 53 | 6.14 |
| flops | 160 | 69.0 |
